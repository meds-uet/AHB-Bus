==> /design/flow/design.v <==
localparam [32-1:0] BASE_ADDR [0:4-1] = '{
    32'h0000_0000,
    32'h1000_0000,
    32'h2000_0000,
    32'h3000_0000
};
localparam [32-1:0] HIGH_ADDR [0:4-1] = '{
    32'h0FFF_FFFF,
    32'h1FFF_FFFF,
    32'h2FFF_FFFF,
    32'h3FFF_FFFF
};
module decoder (
    input logic [32-1:0] Haddr,
    output logic [4-1:0] Hsel
);
logic over;
always_comb begin
    Hsel = 'b0;
    over = 'b0;
    for (int i = 0; i < 4; i++) begin
            if ((Haddr >= BASE_ADDR[i]) && (Haddr < HIGH_ADDR[i]) && !over) begin
                Hsel[i] = 1'b1;
                over = 1'b1;
            end
    end
end
endmodule
==> /design/flow/run.sh <==
#!/bin/bash
# OpenROAD 26Q1-2900-gdf79404cd8, Yosys 0.63+post, stock flow scripts
make -C /OpenROAD-flow-scripts/flow DESIGN_CONFIG=/design/flow/config.mk WORK_HOME=/design/flow/orfs finish
==> /design/flow/config.mk <==
export PLATFORM = sky130hd
export DESIGN_NAME = decoder
export DESIGN_NICKNAME = decoder
export VERILOG_FILES = /design/flow/design.v
export SDC_FILE = /design/flow/constraint.sdc
export NUM_CORES = 4
export LEC_CHECK = 1
export CORE_AREA = 10 10 70 70
export DIE_AREA = 0 0 80 80
export SYNTH_HDL_FRONTEND = slang
==> /design/flow/constraint.sdc <==
current_design decoder

set clk_period 2.2
set clk_io_pct 0.2

create_clock -name clk0 -period $clk_period

set non_clock_inputs [all_inputs -no_clocks]
set_input_delay [expr $clk_period * $clk_io_pct] -clock clk0 $non_clock_inputs
set_output_delay [expr $clk_period * $clk_io_pct] -clock clk0 [all_outputs]
==> impl_metrics.csv <==
group,metric,value,unit
placement,port_buffers,36,
logic_synthesis,yosysChipArea,128,um^2
floorplan,initial_utilization,0.0374,
drt,first_pass_iters,4,
drt,remaining_drc_errors,0,
power_and_ir_drop,combPwrFrac,1.000,
sta,max_freq,469,MHz
sta,tns,0,ns
final_layout,register_area,0,um^2
power_and_ir_drop,power_switching,14.0,uW
logic_synthesis,synth_area,128,um^2
logic_synthesis,synthCells,19,
logic_synthesis,synth-xor-area-share,0,
logic_synthesis,synth_warnings,0,
floorplan,num_rows,21,
power_and_ir_drop,clkPwrFrac,0,
job,warning_count,32,
drt,wirelength,1.05,mm
grt,grt_usage,0.0277,
sta,finalMaxSlewViolations,0,
sta,setup_violations,0,
drt,diodes,0,
grt,grt_max_degree,5,
hold_path,holdCritPathClass,"in -> out",
grt,grt_pass1_vias,309,
placement,dp_hpwl,959,um
logic_synthesis,ys_sh_adder,0,
sta,final.min_clock_period,2.13,ns
placement,place.gp.congestion,0.845,
power_and_ir_drop,power_density,117,mW/mm^2
sta,timing.final.crit_share,0.969,
floorplan,num_io_pins,36,
logic_synthesis,mux_area_frac,0,
setup_path,slowest_delay,0.46,ns
sta,tightest_slew,0.266,ns
sta,slew_headroom,0.821,
setup_path,crit_fanout,3,
floorplan,coreArea,0.00342,mm^2
setup_path,crit_path_top_delay_cell,"clkdlybuf4s50_1",
logic_synthesis,yosysUniqueCellTypes,9,
placement,pre_cts_ws,-0.220,ns
drt,drt_iter0_drc,6,
sta,setup_ws,0.0681,ns
setup_path,crit_path_start_kind,"primary input",
logic_synthesis,synth.logic.top_family,"simple AND/OR/NAND/NOR gates",
logic_synthesis,synthAoiAreaFrac,0.157,
logic_synthesis,yosysTopAreaCell,"nand4_1",
setup_path,required,1.76,ns
logic_synthesis,syn_area_per_cell,6.72,um^2
grt,overflow,0,
setup_path,critPathKind,"in -> out",
drt,wl_per_cell,10.2,um
logic_synthesis,simple_gate_share,0.843,
final_layout,clock_buffers,0,
setup_path,worstPathCellList,"clkdlybuf4s50_1 > nand4_1 > nor4_4 > buf_4 > a21oi_1 > buf_2",
logic_synthesis,ys_cells,19,
power_and_ir_drop,pwr-share-seq,0,
drt,ant_nets,0,
final_layout,area_growth_syn_to_layout,342,%
power_and_ir_drop,intPower,51.9,uW
power_and_ir_drop,leakage,0.000252,uW
setup_path,arrival,1.69,ns
setup_path,crit_path_end_kind,"output pin",
sta,hold_violations,0,
logic_synthesis,topCellsByArea,"nand4_1, nor4_4, a21oi_1, nand3b_1, nand4_2",
logic_synthesis,ys_seq_frac,0,
job,cap_violations,0,
drt,via_per_inst,3.00,
run_status,status,"finished clean",
floorplan,die_w,80,um
floorplan,chipArea,0.00640,mm^2
floorplan,die_h,80,um
power_and_ir_drop,sw_frac_of_total,0.212,
grt,antenna_found_initial,0,
drt,vias,309,
logic_synthesis,netlist.area_leader.share,0.294,
grt,grt_pass1_wl,1.49,mm
final_layout,seq_cells,0,
power_and_ir_drop,ir_drop,0.0115,mV
final_layout,drive_gt1_frac,0.105,
[worst paths after layout]
path,startpoint,depth (start not counted),slack [ns],end
min,Haddr[6],5,1.47,Hsel[3]
max,Haddr[3],6,0.07,Hsel[2]
[cell usage in the layout, fill, tap and decap left out]
master / n
a21oi_1: 4
buf_2: 2
buf_4: 2
clkdlybuf4s15_1: 2
clkdlybuf4s50_1: 25
dlygate4sd2_1: 1
dlymetal6s2s_1: 6
nand2_1: 1
nand3_1: 1
nand3b_1: 2
nand4_1: 6
nand4_2: 1
nor2_1: 2
nor3_1: 1
nor4_4: 1
[worst max-delay path: cells and delay by family]
family,cells,cell delay (ns)
AOI/OAI and AO/OA,1,0.05
and+or+nand+nor,2,0.46
buffers and inverters,3,0.73
[cell usage after synthesis]
master    instances
nand4_1           6
a21oi_1           4
nand3b_1          2
nor2_1            2
nand2_1           1
nand3_1           1
nand4_2           1
nor3_1            1
nor4_4            1
[final cells by class]
type / count / area, um^2
Fill cell: 383 / 2850
Timing Repair Buffer: 38 / 379
Tap cell: 46 / 57.6
Multi-Input combinational cell: 19 / 128
[cells by family after synthesis]
kind of cell,count (synthesis)
simple gates,15
compound gates,4
[what timing repair did]
action,4_1_cts,5_1_grt
endpoints found under the setup margin,4,4
pin swaps,6,3
hold buffers,0,0
resized,11,6
buffers inserted,1,0
[layer usage]
layer  vias to the layer above  track usage  wire, um
met4                         0            0         0
met3                         0       0.0170       248
met1                       124       0.0343       407
li1                        158            -         -
met2                        27       0.0425       391
met5                         -            0         0
[power by group through the flow]
| stage | combinational, uW | sequential, uW | clock (uW) |
|---|---|---|---|
| CTS | 68.4 | 0 | 0 |
| global route | 71.4 | 0 | 0 |
| finish | 65.9 | 0 | 0 |
[per-stage QoR]
step	power (uW)	std cells	util	cell area (um^2)	hold WS, ns
6_report	65.9	103	0.165	564	1.47
5_1_grt	71.4	103	0.165	564	1.54
4_1_cts	68.4	103	0.161	549	1.58
3_5_place_dp	70.1	102	0.162	553	1.87
3_3_place_gp	69.5	102	0.162	553	1.87
2_1_floorplan	6.59	19	-	128	0.946
Power and IR drop assume default switching activity.
