File: /design/flow/design.v
localparam [32-1:0] BASE_ADDR [0:4-1] = '{
    32'h0000_0000,
    32'h1000_0000,
    32'h2000_0000,
    32'h3000_0000
};
localparam [32-1:0] HIGH_ADDR [0:4-1] = '{
    32'h0FFF_FFFF,
    32'h1FFF_FFFF,
    32'h2FFF_FFFF,
    32'h3FFF_FFFF
};
module slave_to_master_mux (
    input  logic                                Hclk,
    input  logic                                Hresetn,
    input  logic [4-1:0]              Hsel,          
    input  logic [(4 > 1) ? $clog2(4) : 1-1:0]            Hmaster,             
    input  logic [32-1:0]              Hrdata_S [4],          
    input  logic [1:0]                          Hresp_S  [4],
    input  logic                                Hreadyout_S [4],
    output logic [32-1:0]              Hrdata [4],
    output logic [1:0]                          Hresp [4],
    output logic                                Hready                
);
    logic [4-1:0] selected_slave;
    logic [4-1:0] selected_master;
    logic over;
    always_ff @(posedge Hclk or negedge Hresetn) begin
        if (!Hresetn) begin
            selected_slave <= 4'b0000;
        end 
        else if (Hready) begin  
            selected_slave <= Hsel;
            selected_master <= Hmaster;
        end
    end
    always_comb begin
        for (int m = 0; m < 4; m++) begin
            Hrdata[m] = 32'hDEADBEEF;
            Hresp[m]  = 2'b00;
        end
        over = 1'b0;
        Hready = 1'b1;
        for (int i = 0; i < 4; i++) begin
            if (selected_slave[i] == 1'b1 && !over) begin
                Hrdata[selected_master] = Hrdata_S[i];
                Hresp[selected_master]  = Hresp_S[i];
                Hready = Hreadyout_S[i];
                over = 1'b1;
            end
        end
        if (!over) begin
            Hrdata[selected_master] = 32'hDEADBEEF;
            Hresp[selected_master]  = 2'b00;
            Hready = 1'b1;
        end
    end
endmodule
File: /design/flow/run.sh
#!/bin/bash
# OpenROAD 26Q1-2900-gdf79404cd8, Yosys 0.63+post, stock flow scripts
make -C /OpenROAD-flow-scripts/flow DESIGN_CONFIG=/design/flow/config.mk WORK_HOME=/design/flow/orfs finish
File: /design/flow/config.mk
export PLATFORM = sky130hd
export DESIGN_NAME = slave_to_master_mux
export DESIGN_NICKNAME = slave_to_master_mux
export VERILOG_FILES = /design/flow/design.v
export SDC_FILE = /design/flow/constraint.sdc
export NUM_CORES = 4
export LEC_CHECK = 1
export CORE_AREA = 10 10 118 118
export DIE_AREA = 0 0 128 128
export SYNTH_HDL_FRONTEND = slang
File: /design/flow/constraint.sdc
current_design slave_to_master_mux

set clk_period 3.7
set clk_io_pct 0.2

create_clock -name clk0 -period $clk_period [get_ports {Hclk}]

set non_clock_inputs [all_inputs -no_clocks]
set_input_delay [expr $clk_period * $clk_io_pct] -clock clk0 $non_clock_inputs
set_output_delay [expr $clk_period * $clk_io_pct] -clock clk0 [all_outputs]
==> impl_metrics.ini <==
; implementation run metrics
[synthesis]
ys_chip_area_um2 = 2860
yosysSeqAreaShare_pct = 6.65
ys.flops = 7
syn_area_per_cell_um2 = 5.71
flop_cell = dfrtp_1
yosysWarnings = 0
synth.distinct_cells = 50
synth-edff-count = 3
synth.area.top_cells = nand2_1 15%, a21oi_1 12%, a31oi_1 5.5%, o21ai_1 5.2%, nor2b_1 4.8%
yosysTopAreaCell = nand2_1
synth_stat.cells = 501
syn_inst = 501
async_reset_ff_share_pct = 57.1
netlist_area_um2 = 2860
synth.top_cell.area_share_pct = 15.1

[worst_setup_path]
critPathSlowestCell = and3_1
r2r_start = selected_slave[1]
start_kind = register
crit_arrival_ns = 2.74
critPathKind = register to output port
critical_path_required_ns = 2.96
slowest_delay_ns = 0.66
timing.rr.end = selected_master[0]
path_cells = nor4b_2 -> and3_1 -> buf_4 -> a21oi_1 -> nand2_1 -> clkdlybuf4s50_1
ff2ff_path_depth = 5
endpoint_kind = output port
r2r_setup_slack_ns = 1.32
crit_fanout = 13

[global_routing]
grt_pass1_wl_mm = 30.2
track_usage_pct = 23.6
grt_pass1_vias = 4884
grt_max_degree = 28
antenna_found_initial = 0
grt-ovfl-total = 0

[final_timing]
finalClockPeriodUsage_pct = 93.9
skew_ns = 0.00101
slew-limit-headroom_pct = 46.3
finalWorstSetupSlack_ns = 0.225
setup_tns_ns = 0
rsz0062_at_grt = no
hold_viol = 0
post-route-min-period_ns = 3.48
drv_slew = 0
tightest_slew_ns = 0.802
fmax_mhz = 288
setup_viol = 0

[layout]
area_growth_pct = 109
fillers = 1124
seq_area_um2 = 191
drive_above_1_share_pct = 7.24
comb_area_um2 = 2460

[hold_path]
min_path_type = input pin to async pin

[drt]
drt_iter0_markers = 437
drtPass1Iterations = 5
diodes = 0
wl_mm = 20.4
wl_per_cell_um = 22.2
viasPerCell = 5.43
via_count = 4978
ant_nets = 0
drc = 0

[place]
io_buffers = 285
dp_hpwl_mm = 16.6
dp_slack_ns = 0.449
place.gp.congestion = 0.947

[clock_tree]
clock-sinks = 7
htreeDepth = 1
cts_made_buffers = 3
cts-resized-gates = 0
hold_buffers = 0
post-cts-setup-buffers = 0
path_clk_slew_ns = 0.04
cts_tree = yes
clkLatencyLatePin_ns = 0.23
cts_buffer_depth = 2
cts-root-buf = clkbuf_16

[floorplanning]
fp_util_pct = 25.0
fp.dieW_um = 128
rows = 39
io-pin-count = 286
die_h_um = 128
core_um2 = 11400
fp.dieArea_um2 = 16400

[flow_run]
max_cap_viol_count = 0
tool_warnings = 25

[power]
ir_drop_mv = 0.390
p_leak_nw = 2.13
power_density_nw_per_um2 = 508
total_power_w = 0.00304

[run_status]
status = complete, no violations
stage by stage:
step | hold slack (ns) | utilization, % | instances | cell area (um^2)
after global routing | 0.744 | 52.3 | 917 | 5980
final | 0.727 | 52.3 | 917 | 5980
after CTS | 0.732 | 52.3 | 917 | 5980
after detailed placement | 0.823 | 51.7 | 913 | 5900
after global placement | 0.808 | 51.7 | 913 | 5900
after floorplan | 0.444 | - | 501 | 2860
metal layers:
metal | GRT usage [%] | wire length [um] | vias to the layer above
met4 | 5.36 | 510 | 0
met1 | 30.3 | 8150 | 2306
met3 | 5.54 | 1780 | 34
met2 | 39.3 | 9950 | 269
met5 | 0 | 0 | -
li1 | - | - | 2369
cells in the final DEF, fill, tap and decap left out, types with 3 or more instances in the layout:
cell type        netlist  routed
a211oi_1               9       9
edfxtp_1               3       3
nor2b_1               22      22
a221oi_1               4       4
o21ai_0               23      23
a22oi_1                3       3
nor2_2                 8       8
nor2_1                29      29
nor3_1                16      15
a31oi_1               25      25
o21ai_1               30      30
nand3_1               13      13
dfrtp_1                4       3
a21oi_1               71      71
o211ai_1               5       5
clkdlybuf4s50_1        0     285
nand3b_1               4       4
buf_4                  3      27
o221ai_1              10      10
a21o_1                 9       9
clkbuf_16              0       3
mux2_1                 3       3
o22ai_1                7       7
nand2_1              115     115
o211ai_2               3       3
or3b_1                 3       3
nand2b_1               6       6
and2_1                 9       9
state kept, by name, indices dropped and copies added (netlist names):
| name | cells |
|---|---|
| selected_slave | 4 |
| selected_master | 3 |
cell families (layout without fill, tap and decap cells):
| group | Yosys count | count (layout) | share of synthesized area, % |
|---|---|---|---|
| mux | 3 | 3 | 1.18 |
| simple gates | 236 | 236 | 39.7 |
| flops | 7 | 7 | 6.65 |
| buf+inv | 46 | 319 | 7.66 |
| compound gates | 209 | 209 | 44.8 |
critical path, delay by kind of cell (launching register included):
family | cells | cell delay [ns]
and+or+nand+nor | 3 | 1.13
buffers and inverters | 2 | 0.70
DFF | 1 | 0.60
AOI/OAI and AO/OA | 1 | 0.06
where the power goes:
| group | internal [W] | leakage [nW] | total (W) | switching [W] |
|---|---|---|---|---|
| Clock | 0.000143 | 0.0382 | 0.000182 | 0.0000390 |
| Combinational | 0.00124 | 2.01 | 0.00262 | 0.00138 |
| Sequential | 0.000114 | 0.0742 | 0.000229 | 0.000115 |
| Total | 0.00150 | 2.13 | 0.00304 | 0.00154 |
cell usage after synthesis (all sizes together), types with 4 or more instances:
library cell and count:
a211oi 9, a21o 9, a21oi 72, a221oi 4, a31oi 25, and2 9
buf 27, clkbuf 16, dfrtp 4, nand2 115, nand2b 6, nand3 13
nand3b 4, nor2 37, nor2b 22, nor3 16, o211ai 8, o21ai 55
o221ai 11, o22ai 9
worst max path at each step:
stage / cells past startpoint / slack (ns) / startpoint / end
CTS: 5 / 0.22 / selected_slave[2] / Hrdata[3]
global route: 5 / 0.01 / selected_slave[2] / Hrdata[13]
finish: 6 / 0.22 / selected_slave[2] / Hrdata[21]
layout make-up:
class                           count  area share, %
Timing Repair Buffer              312           51.1
Sequential cell                     7           3.20
Clock buffer                        4           1.32
Inverter                            3          0.188
Multi-Input combinational cell    448           41.2
Tap cell                          143           2.99
Power figures rest on the tool's default switching activity, not on a simulated workload.
