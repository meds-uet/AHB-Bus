==> ./design.v <==
localparam [32-1:0] BASE_ADDR [0:4-1] = '{
    32'h0000_0000,
    32'h1000_0000,
    32'h2000_0000,
    32'h3000_0000
};
localparam [32-1:0] HIGH_ADDR [0:4-1] = '{
    32'h0FFF_FFFF,
    32'h1FFF_FFFF,
    32'h2FFF_FFFF,
    32'h3FFF_FFFF
};
module ahb_arbiter (
    input  logic                                            Hclk,
    input  logic                                            Hresetn,
    input  logic [4-1:0]                         Hreq,        
    input  logic                                            Hready,      
    input  logic [1:0]                                      Htrans,      
    input  logic [2:0]                                      Hburst,      
    output logic [4-1:0]                         Hgrant,      
    output logic [(4 > 1) ? $clog2(4) : 1-1:0]                        Hmaster      
);
    localparam IDLE   = 2'b00;
    localparam NONSEQ = 2'b10;
    localparam SEQ    = 2'b11;
    logic [(4 > 1) ? $clog2(4) : 1-1:0] current_master;
    logic [(4 > 1) ? $clog2(4) : 1-1:0] next_master;
    logic [(4 > 1) ? $clog2(4) : 1-1:0] granted_master;
    logic [4:0] burst_counter;
    logic       in_burst;
    logic       is_incr;
    logic       valid_transfer;
    logic       over;
    logic ready_for_handover;
    logic [(4 > 1) ? $clog2(4) : 1-1:0] idx;
    logic [4:0] burst_len;
    always_comb begin
        case (Hburst)
            3'b000: burst_len = 5'd1;     
            3'b010, 3'b011: burst_len = 5'd4;     
            3'b100, 3'b101: burst_len = 5'd8;     
            3'b110, 3'b111: burst_len = 5'd16;    
            default: burst_len = 5'd0;            
        endcase
    end
    always_comb begin
        over = 1'b0;
        next_master = current_master;
        for (int i = 1; i < 4; i++) begin
            idx = (current_master + i < 4) ? (current_master + i) : (current_master + i - 4);
            if (Hreq[idx] && !over)
                next_master = idx[(4 > 1) ? $clog2(4) : 1-1:0];
                over = 1'b1;
        end
    end
    always_comb begin
        ready_for_handover = (!in_burst) || 
                             (!is_incr && burst_counter == 0 && Hready) ||
                             (is_incr && !Hreq[current_master] && Hready);
    end
    always_comb begin
        granted_master  = (ready_for_handover && Htrans == NONSEQ) ? next_master : current_master;
        if (!Hresetn) begin
            Hgrant = 'b0;
            valid_transfer = 0;
        end else begin
            Hgrant = 'b0;
            Hgrant[granted_master] = 1;
            valid_transfer = Hready && (Htrans == NONSEQ || Htrans == SEQ);
        end
    end
    always_ff @(posedge Hclk or negedge Hresetn) begin
        if (!Hresetn) begin
            current_master <= 'd0;
            burst_counter  <= 0;
            in_burst       <= 0;
            is_incr        <= 0;
        end else begin
            current_master <= granted_master;
            if (!in_burst && valid_transfer && Hreq[current_master]) begin
                in_burst      <= 1;
                is_incr       <= (Hburst == 3'b001);  
                burst_counter <= (Hburst == 3'b001) ? 0 : burst_len - 1;
            end
            else if (in_burst) begin
                if (is_incr && !Hreq[current_master])
                    in_burst <= 0;
                else if (!is_incr && valid_transfer) begin
                    if (burst_counter != 0)
                        burst_counter <= burst_counter - 1;
                    if (burst_counter == 0)
                        in_burst <= 0;
                end
            end
        end
    end
    assign Hmaster = current_master;
endmodule
==> ./run.sh <==
#!/bin/bash
# OpenROAD 26Q1-2900-gdf79404cd8, Yosys 0.63+post, stock flow scripts
make -C /OpenROAD-flow-scripts/flow DESIGN_CONFIG=/design/flow/config.mk WORK_HOME=/design/flow/orfs finish
==> ./config.mk <==
export PLATFORM = sky130hd
export DESIGN_NAME = ahb_arbiter
export DESIGN_NICKNAME = ahb_arbiter
export VERILOG_FILES = /design/flow/design.v
export SDC_FILE = /design/flow/constraint.sdc
export NUM_CORES = 4
export LEC_CHECK = 1
export CORE_AREA = 10 10 78 78
export DIE_AREA = 0 0 88 88
export SYNTH_HDL_FRONTEND = slang
==> ./constraint.sdc <==
current_design ahb_arbiter

set clk_period 5.0
set clk_io_pct 0.2

create_clock -name clk0 -period $clk_period [get_ports {Hclk}]

set non_clock_inputs [all_inputs -no_clocks]
set_input_delay [expr $clk_period * $clk_io_pct] -clock clk0 $non_clock_inputs
set_output_delay [expr $clk_period * $clk_io_pct] -clock clk0 [all_outputs]
==> reports/results.ini <==
[grt]
globalRouteOverflowTotal = 0
grt_max_degree = 15
antenna_found_initial = 0
grt_pass1_wl_um = 2770
grt.total_usage = 0.0417
grt_pass1_vias = 597

[status]
outcome = complete, no violations

[synthesis]
synth.distinct_cells = 37
edf_count = 0
synth_flops = 10
synth_cells = 86
yosys_warnings = 0
top_cell = dfrtp_1
yosys_most_used_dff = dfrtp_1
top_cells_by_count = 10 x dfrtp_1, 6 x inv_1, 6 x nor2_1, 5 x mux2i_1, 5 x nand2_1
ys_seq_frac = 0.318
topCellsByArea = dfrtp_1 32%, ha_1 6.4%, mux2i_1 6.4%, xnor2_1 3.3%, inv_1 2.9%
syn_area_um2 = 787
yosysChipArea_um2 = 787
top_area_frac = 0.318
ys_cells = 86
top_area_cell = dfrtp_1
synth.avg_cell_area_um2 = 9.15
async_flop_share = 1.00

[power_and_ir_drop]
net-switching-power_w = 0.000161
p_int_w = 0.000288
pwr_density_cell_nw_per_um2 = 426
p_seq_frac = 0.361
ir_drop_v = 0.000130
power_w = 0.000450
pwr-share-comb = 0.458
leakage_nw = 0.418
clkPwrFrac = 0.181
swShare = 0.359

[drt]
avgViaCountPerCell = 4.29
antenna_cells = 0
firstDrtPassIters = 4
remaining_drc_errors = 0
ant_nets = 0
drt_iter0_markers = 53
wire_per_inst_um = 10.9
vias = 669
wl_um = 1700

[hold_path]
hp-class = register to register
holdPathStages = 2

[placed_design]
routabilityCongestion = 0.796
hpwl_um = 1350
portBuffers = 18

[clock_tree]
cts_buffer_depth = 2
clock-sinks = 10
cts-root-buf = clkbuf_8
ctsHoldBuffers = 0
post_cts_resized = 0
cts_made_buffers = 3
cts_tree = built
clock_latency_ns = 0.23
clk_pin_slew_ns = 0.05
htreeDepth = 1
post_cts_buffers = 0

[timing]
fin_crit_sh = 0.867
setup_viol = 0
relSlewSlack = 0.619
period_needed_ns = 4.33
rsz0062_at_grt = false
report.final.slew_viol_count = 0
hold_violations = 0
worst_clock_skew_ns = 0.000800
tightest_slew_ns = 0.570
tns_ns = 0
max_freq_ghz = 0.231

[worst_setup_path]
cp-end-kind = output pin
crit_cells = 7
worst-path-max-fanout = 5
worstPathCellList = clkdlybuf4s50_1, mux2i_1, a222oi_1, nor2_1, a311o_1, nor3b_1, clkdlybuf4s50_1
crit_family = buffers and inverters
crit_buf_inv = 2
worst_path_max_delay_cell = a222oi_1
cp-start-kind = primary input
max_stage_delay_ns = 0.57
cp.arrival_ns = 3.33
worst_path_most_repeated_cell = clkdlybuf4s50_1
reg2regPathDepth = 7
worstPathRequired_ns = 4.00
worstSetupPathType = primary input to output pin

[cells_and_area]
comb_area_um2 = 495
n_fill_cell = 459
final_layout_size_suffix_gt1_frac = 0.106
areaGrowthSynthToFinish_pct = 34.0
layout.area.seq_um2 = 250

[flow_run]
maxCapViolations = 0
tool_warnings = 26

[die]
pin_count = 19
dieArea_um2 = 7740
core_area_um2 = 4410
rows = 24
die_y_um = 88
fp_util = 0.178
die_w_um = 88

## worst register-to-register path: stages (launching register included)
cell and delay, ns:
dfrtp_1 0.37, inv_1 0.08, ha_1 0.19, nor4b_2 0.17
or4_1 0.62, nor4_1 0.29, xor2_1 0.10, and2_1 0.17
## per-stage QoR
| stage | setup WS (ns) | instance area [um2] | hold WS (ns) | std cells | utilization |
|---|---|---|---|---|---|
| floorplan | 1.83 | 787 | 0.500 | 86 | - |
| global placement | 0.657 | 1010 | 0.540 | 153 | 0.230 |
| detailed placement | 0.662 | 1010 | 0.550 | 153 | 0.230 |
| CTS | 0.658 | 1050 | 0.559 | 156 | 0.239 |
| global route | 0.483 | 1050 | 0.598 | 156 | 0.239 |
| finish | 0.666 | 1050 | 0.549 | 156 | 0.239 |
## power by group through the flow
| stage | clock network, W | registers, W | logic [W] |
|---|---|---|---|
| 4_1_cts | 0.0000833 | 0.000163 | 0.000209 |
| 5_1_grt | 0.0000876 | 0.000171 | 0.000236 |
| 6_report | 0.0000813 | 0.000162 | 0.000206 |
## layer usage
metal  part of all wire  vias up  track usage
met3              0.079        2       0.0103
met4              0.016        0      0.00870
li1                   -      353            -
met1               0.53      298       0.0658
met5                  0        -            0
met2               0.37       16       0.0549
## final timing paths
check,from,to,slack [ns]
max,Hreq[3],Hgrant[1],0.67
min,is_incr,is_incr,0.55
max reg2reg,burst_counter[0],burst_counter[4],2.91
min reg2reg,is_incr,is_incr,0.55
max in group asynchronous,Hresetn,in_burst,3.49
min in group asynchronous,Hresetn,Hmaster[2],1.14
## sequential cells by signal, indices dropped and copies added (netlist names)
register       cells
Hmaster            3
is_incr            1
burst_counter      5
in_burst           1
## cell families after synthesis
family	share of synthesized area
xor+xnor	0.0557
buf+inv	0.0525
flops	0.318
mux	0.0922
fa+ha+maj	0.0636
simple gates	0.248
compound gates	0.170
## final cells by class
class / count / share of cell area
multi-input cells: 67 / 0.470
well taps: 52 / 0.0617
repair buffers: 18 / 0.171
flip-flops and latches: 10 / 0.237
inverters: 6 / 0.0214
clock buffers: 3 / 0.0391
## cell usage in the layout (no fill, tap or decap), types with 2 or more instances in the layout
cell type         n
nand2_1           5
nor2_1            6
or2_2             2
ha_1              4
dfrtp_1          10
xor2_1            2
nor2b_1           2
clkbuf_8          3
clkdlybuf4s50_1  18
inv_1             6
mux2_2            2
a21oi_1           3
nor4_1            2
xnor2_1           3
and2_1            2
mux2i_1           5
nor3b_1           2
or3_1             2
a222oi_1          2
o21ai_0           3
nand3_1           4
Power and IR drop assume default switching activity.
